--- ./config.mk ---
export PLATFORM = sky130hd
export DESIGN_NAME = alu
export DESIGN_NICKNAME = alu
export VERILOG_FILES = /design/flow/design.v
export SDC_FILE = /design/flow/constraint.sdc
export NUM_CORES = 4
export LEC_CHECK = 1
export CORE_AREA = 10 10 74 74
export DIE_AREA = 0 0 84 84
--- ./constraint.sdc ---
current_design alu

set clk_period 4.4
set clk_io_pct 0.2

create_clock -name clk0 -period $clk_period

set non_clock_inputs [all_inputs -no_clocks]
set_input_delay [expr $clk_period * $clk_io_pct] -clock clk0 $non_clock_inputs
set_output_delay [expr $clk_period * $clk_io_pct] -clock clk0 [all_outputs]
--- ./design.v ---
module alu(DATA1, DATA2, RESULT, SELECT);
	input [7:0] DATA1, DATA2;      
	input [2:0] SELECT;             
	output [7:0] RESULT;           
	reg [7:0] RESULT;             
	always @ (DATA1, DATA2, SELECT) 
		begin
			case(SELECT)
				3'b000: #1 RESULT = DATA2; 
				3'b001: #2 RESULT = DATA1 + DATA2;
				3'b010: #1 RESULT = DATA1 & DATA2;
				3'b011: #1 RESULT = DATA1 | DATA2;
				default:RESULT = 8'bxxxxxxxx; 
			endcase
		end
endmodule
--- ./run.sh ---
#!/bin/bash
# OpenROAD 26Q1-2900-gdf79404cd8, Yosys 0.63+post, stock flow scripts
make -C /OpenROAD-flow-scripts/flow DESIGN_CONFIG=/design/flow/config.mk WORK_HOME=/design/flow/orfs finish
==> impl_metrics.csv <==
group,metric,value,unit
outcome,outcome,"complete, no violations",
synthesis,postSynthCellCount,103,
finish,lay_top_count,"clkdlybuf4s50_1",
grt,grt_pass1_wl,3330,um
worst_setup_path,crit_path_end_kind,"output pin",
clock_network,cts_setup_buffers,0,
final_timing,rsz0062_at_grt,"no",
clock_network,ctsResizeCount,0,
worst_setup_path,crit_type,"input port to output pin",
finish,drive_gt1_share,4.65,%
synthesis,synth_area,703,um^2
final_timing,setup_viol,0,
synthesis,ys_cells,103,
hold_path,min_path_type,"input port to output pin",
clock_network,cts_hold_buf,0,
synthesis,synth_seq_share,0,%
floorplanning,die_area,7060,um^2
grt,first_global_vias,719,
synthesis,synth-simple-area-share,18.1,%
final_timing,fmax,0.238,GHz
place,portBuffers,27,
pwr,irDropWorstVdd,0.0317,mV
synthesis,yosys_warnings,1,
routing,drt_iter0_drc,42,
final_timing,worstMarginPinSlew,0.345,ns
flow_run,cap_violations,0,
place,dp_hpwl,1720,um
synthesis,syn_area_per_cell,6.83,um^2
pwr,cellPowerDensity,97.7,nW/um^2
final_timing,min_period,4.21,ns
routing,drcViolationCount,0,
finish,flop_area,0,um^2
finish,seq_cells,0,
worst_setup_path,arrival,3.33,ns
synthesis,synthXorXnorAreaFrac,3.74,%
synthesis,compound_area_share,31.5,%
final_timing,relSlewSlack,76.9,%
routing,routed_wl,1960,um
routing,num_antenna_cells,0,
final_timing,drv_slew,0,
final_timing,holdWs,2.76,ns
worst_setup_path,cp-start-kind,"input port",
finish,nClkBuffers,0,
place,gp_congestion,0.846,
grt,grt_usage,5.33,%
worst_setup_path,cp.required,3.52,ns
final_timing,hold_viol_final,0,
final_timing,post-route-period-util,95.7,%
synthesis,yosys-stat-area,703,um^2
floorplanning,die_w,84,um
synthesis,synth_top_cell_by_area,"ha_1",
routing,wire_per_inst,10.9,um
synthesis,yosysUniqueCellTypes,27,
synthesis,top_logic_kind,"AND-OR/OR-AND gates",
pwr,leakagePower,0.000473,uW
synthesis,ys_top_cells_by_area,"ha_1 (28%), inv_1 (11%), a21oi_1 (7.1%), nor2_1 (5.3%), nand2b_1 (4.4%)",
routing,vias,764,
synthesis,top_area_share,28.5,%
synthesis,synthMuxAreaShare,2.85,%
worst_setup_path,crit_fanout,4,
synthesis,adder_share,31.3,%
final_timing,setup_tns,0,ns
floorplanning,fp-row-count,23,
floorplanning,fp.dieH,84,um
grt,grt_max_degree,10,
floorplanning,pin_count,27,
flow_run,warning_count,40,
grt,antenna_found_initial,0,
routing,antenna_left,0,
grt,grt.overflow.total,0,
floorplanning,core,3970,um^2
routing,dr.pass1.iters,4,
floorplanning,fp_util,17.7,%
finish,layout_top_cells,"clkdlybuf4s50_1 (27), inv_1 (20), ha_1 (15)",
routing,viasPerCell,4.27,
finish,syn2layout_area_growth,47.0,%
==> cell families (layout without fill, tap and decap cells) <==
kind of cell	Yosys count	count (layout)
compound gates	34	34
simple gates	25	25
buf+inv	22	48
mux	2	2
fa+ha+maj	17	17
xor+xnor	3	3
==> critical path, stage by stage <==
cell and delay (ns):
clkdlybuf4s50_1 0.48, ha_2 0.22, inv_1 0.06, fa_1 0.37, nand2b_1 0.20, a21oi_1 0.19, o21a_1 0.15, nor3_1 0.05
o31ai_2 0.23, clkdlybuf4s50_1 0.50
==> report_power, final <==
| group | leakage (uW) | switching (uW) | internal (uW) | total, uW |
|---|---|---|---|---|
| Sequential | 0 | 0 | 0 | 0 |
| Clock | 0 | 0 | 0 | 0 |
| Combinational | 0.000473 | 44.5 | 56.4 | 101 |
| Total | 0.000473 | 44.5 | 56.4 | 101 |
==> area by class of cell <==
type	instances	area [um^2]
fillers	451	2940
multi-input cells	81	618
repair buffers	28	278
inverters	20	75.1
well taps	50	62.6
==> through the flow <==
| step | utilization, % | instance area, um^2 | setup WS [ns] | instances | total power (uW) |
|---|---|---|---|---|---|
| 6_report | 26.0 | 1030 | 0.191 | 179 | 101 |
| 5_1_grt | 26.0 | 1030 | 0.0405 | 179 | 114 |
| 4_1_cts | 26.0 | 1030 | 0.145 | 179 | 103 |
| 3_5_place_dp | 26.0 | 1030 | 0.152 | 179 | 102 |
| 3_3_place_gp | 26.0 | 1030 | 0.179 | 179 | 102 |
| 2_1_floorplan | - | 703 | 1.34 | 103 | 54.4 |
==> per-layer routing <==
layer	wire length (um)	GRT usage [%]	vias to the layer above	part of all wire, %
met4	0	0	0	0
li1	-	-	406	-
met2	982	9.62	15	50
met1	869	6.73	343	44
met5	0	0	-	0
met3	107	0.984	0	5.5
==> synth_stat cells, types with 2 or more instances <==
library cell	n
a21oi_1	10
inv_1	20
ha_1	16
nor2_1	10
nand2_1	4
nand2b_1	5
nor3_1	3
mux2i_1	2
o21a_1	2
xor2_1	3
o22ai_1	4
a211oi_1	4
o21bai_1	2
o21ai_0	5
==> worst paths after layout <==
check | startpoint | endpoint | slack, ns | depth (start not counted)
worst min-delay path | DATA2[0] | RESULT[0] | 2.76 | 4
worst max-delay path | DATA1[0] | RESULT[6] | 0.19 | 10
No activity file was given, so power comes from the tool's default toggle rates.
