<file path="config.mk">
export PLATFORM = sky130hd
export DESIGN_NAME = ALU
export DESIGN_NICKNAME = ALU
export VERILOG_FILES = /design/flow/design.v
export SDC_FILE = /design/flow/constraint.sdc
export NUM_CORES = 4
export LEC_CHECK = 1
export CORE_AREA = 10 10 70 70
export DIE_AREA = 0 0 80 80
</file>
<file path="constraint.sdc">
current_design ALU

set clk_period 6.4
set clk_io_pct 0.2

create_clock -name clk0 -period $clk_period

set non_clock_inputs [all_inputs -no_clocks]
set_input_delay [expr $clk_period * $clk_io_pct] -clock clk0 $non_clock_inputs
set_output_delay [expr $clk_period * $clk_io_pct] -clock clk0 [all_outputs]
</file>
<file path="design.v">
module ALU (DATA1, DATA2, SELECT, Cin, RESULT, Cout);
    input [7:0] DATA1, DATA2;        
    input [2:0] SELECT;              
    input Cin;                      
    output reg Cout;
    output reg [7:0] RESULT;         
    always @ (DATA1 or DATA2 or SELECT)  
    begin
        case (SELECT)
            3'b000: begin RESULT = #1 DATA2; end
            3'b001: begin {Cout,RESULT} = #2 DATA1 + DATA2 + {7'b0000000,Cin}; end
            3'b010: begin RESULT = #1 DATA1 | DATA2; end
            3'b011: begin RESULT = #1 DATA1 & DATA2; end
            default RESULT = 8'bx;
        endcase
    end
endmodule
</file>
<file path="run.sh">
#!/bin/bash
# OpenROAD 26Q1-2900-gdf79404cd8, Yosys 0.63+post, stock flow scripts
make -C /OpenROAD-flow-scripts/flow DESIGN_CONFIG=/design/flow/config.mk WORK_HOME=/design/flow/orfs finish
</file>
==> results.txt <==
Quick summary of the implementation run below.

The flow ran to the end, and the final reports show no timing, DRC or antenna violations. STA classifies the critical path startpoint as a primary input. The global-route congestion overflow total is 0.

The pin count of the biggest net entering global routing is 14. The largest incremental delay on the critical path is slightly below 0.5 ns. Once the clock tree was built, the resizer swapped 0 gates to a different size.

The source of the worst hold timing path is DATA2[5]. Per the synth log, the flip-flop and latch total comes to 1. The total negative slack for setup checks came out at 0 ns.

The floorplan step records an initial core utilization of 23.0%. The setup path with the least slack is of type primary input to output port. The netlist uses 31 different library cells. Max fanout on the critical path was recorded as 3. The number of register pins that no clock reaches came to 1. The slew at the pin closest to its max-slew limit came out at 0.497 ns. The growth of design area from synthesis to finish is 42.7%. The cell area after technology mapping is roughly 800 um^2.

The multi-input logic area is 691 um^2. The warning total across the stage logs is 41.

By instance count after routing, the leading logic cell types are 29 x clkdlybuf4s50_1, 17 x inv_1, 17 x nor2_1, 16 x ha_1. The worst path needs between 5 and 6 ns of the cycle, external delays included. The type recorded for the worst min-delay path is primary input to output port. The number of antenna violations at the first check in global routing is 0. Setup repair after global routing left no endpoint under its margin. Per the cell usage report, the commonest logic cell in the layout is clkdlybuf4s50_1. The number of instances in the synthesized netlist came out at 120. The top cell type by area accounts for 25.5% of the synthesized area. The final hold violation count is 0.

Per the detail_route report, DRC violations left total 0. Of all cell types, the one taking the most synthesized area is ha_1. The repair_antennas step left the layout with diodes totalling 0. Yosys mapped a number of flops with a built-in enable equal to 0.

OpenSTA lists the critical path startpoint as DATA1[0]. The number of hold buffers added after CTS was 0. Dividing the detail-routed wire length by the instance count gives ~11 um.

The signal on the critical path passes through clkdlybuf4s50_1, fa_1, inv_1, fa_1, nor2b_1, o31ai_1, a21oi_1, and3_1, nor3_1, clkdlybuf4s50_1. The via count of the first global-routing pass came out at 883. The initial detailed-routing violation count came out at roughly 76. The detailed placement HPWL came out at 1.85 mm. According to the floorplan report, the placeable core area is about 0.0034 mm^2.

The total power divided by cell area is between 60 and 70 mW/mm^2. Per the final layout report, the fraction of cells sized above drive strength 1 comes to 2.05%. The wire length of the first global-routing pass is 3.95 mm. The yosys synthesis warning count came out at 1. The number of unconstrained endpoints is 2. The die span in y is 80 um. The yosys stat chip area came out at 786 um^2. In the final layout, flip-flops and latches occupy around 15 um^2.

The total global routing track utilization came out at under 10%. The first-pass iteration count of the detailed router is 4. The final number of setup-violating endpoints is 0. The analysis attributes to cell leakage a power of 0.513 nW.

The full die area came out at 0.00640 mm^2. Per the post-synthesis stats, the area per cell is 6.55 um^2. In the final layout, the fill cell count is about 360. Global route summary, busiest routing layer listed as met2. The tool flagged a number of max-cap violations equal to 0.

During I/O placement, the number of pins put on the boundary was 29. The async set-or-reset flop fraction in the synthesized netlist came out at 0%. STA classifies the critical path endpoint as an output port. The worst IR drop on VDD is 0.0000205 V. The via density per instance is 4.57. The global routing usage on met1 came out at 9.30%. The weighted congestion at the end of routability-driven global placement is approximately 0.88. For this run, the leading register cell type out of synthesis is dlxtp_1. The number of routed nets with antenna violations came out at 0. Per the STA report, the cell with the highest stage delay on the worst path is clkdlybuf4s50_1.

Final hold analysis gives a worst-case slack of 3.57 ns. The port buffer count is 29. The worst pin sits at a relative slew slack of 66.8%. In the Yosys report the total cell count is around 120. The number of flip-flops under the largest register name is 1. The global-route met3 utilization is 1.36%. The count of buffer and inverter cells on the critical path is 3. The final count of pins violating max slew came out at 0.

The width of the die is ~80 um. The total vias in the final route is 877. The routed wire length came out at 2.21 mm. The fraction of met2 tracks used by global routing came out at about an eighth.

Yosys attributes the largest share of cell area to ha_1 25%, inv_1 8.1%, nor2_1 8.1%. The share of the clock period used by the worst path came out at between 80 and 90%. Per STA, the worst path accumulates the most delay in the family buffers and inverters. The highest attainable clock frequency is 194 MHz. The required time of the worst setup path is 5.12 ns. The data arrival at the endpoint of the critical path is between 3 and 4 ns. The site row count came out at 21. Looking at the post-CTS report, the setup buffer insertion count equals 0.
==> final cells by class <==
class                   instances  area share, %
repair buffers                 29           25.9
flip-flops and latches          1           1.34
multi-input cells              98           61.6
inverters                      18           6.03
well taps                      46           5.13
==> final timing paths <==
| path | cells past startpoint | to |
|---|---|---|
| setup / recovery | 10 | RESULT[6] |
| hold / removal | 4 | RESULT[5] |
==> routing by layer <==
layer  up-vias  share of wire [%]
met5         -                  0
met4         0                  0
met3         0                6.2
met2        13                 48
met1       396                 45
li1        468                  -
==> cell families (layout without fill, tap and decap cells) <==
family,count (synthesis),in the layout,share of synthesized area (%)
buffers and inverters,21,47,10.2
xor gates and xnor gates,3,3,3.34
adders and majority gates,18,18,30.6
and+or+nand+nor,41,41,23.9
AOI/OAI and AO/OA,36,36,30.1
latches,1,1,1.91
==> where the power goes <==
group          internal (mW)  total [mW]  switching (mW)  leakage [nW]
Combinational         0.0426      0.0772          0.0346         0.505
Clock                      0           0               0             0
Sequential          0.000434    0.000459       0.0000251       0.00781
Total                 0.0430      0.0776          0.0347         0.513
==> Yosys cell counts (2+ instances only) <==
library cell and number:
a211oi_1 2, a21o_1 2, a21oi_1 10, a221oi_1 2, a22oi_1 5, clkbuf_1 2
fa_1 2, ha_1 16, inv_1 17, nand2_1 10, nand2b_1 2, nand3_1 2
nor2_1 17, nor2b_1 3, nor3_1 2, o21ai_0 9, xnor2_1 3
==> stage by stage <==
step                      cells  utilization (%)  area, um^2  worst slack, ns  total power [mW]
final                       192             32.8        1120             1.24            0.0776
after detailed placement    192             32.8        1120             1.21            0.0782
after CTS                   192             32.8        1120             1.22            0.0789
after global placement      192             32.8        1120             1.23            0.0776
after floorplan             120                -         786             2.42            0.0439
after global routing        192             32.8        1120            0.994            0.0896
Power figures rest on the tool's default switching activity, not on a simulated workload.
